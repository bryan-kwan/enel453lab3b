<file path="run.sh">
#!/bin/bash
# OpenROAD 26Q1-2900-gdf79404cd8, Yosys 0.63+post, stock flow scripts
make -C /OpenROAD-flow-scripts/flow DESIGN_CONFIG=/design/flow/config.mk WORK_HOME=/design/flow/orfs finish
</file>
<file path="config.mk">
export PLATFORM = sky130hd
export DESIGN_NAME = averager256
export DESIGN_NICKNAME = averager256
export VERILOG_FILES = /design/flow/design.v
export SDC_FILE = /design/flow/constraint.sdc
export NUM_CORES = 4
export LEC_CHECK = 1
export CORE_UTILIZATION = 40
</file>
<file path="constraint.sdc">
current_design averager256

set clk_period 12.3
set clk_io_pct 0.2

create_clock -name clk0 -period $clk_period [get_ports {clk}]

set non_clock_inputs [all_inputs -no_clocks]
set_input_delay [expr $clk_period * $clk_io_pct] -clock clk0 $non_clock_inputs
set_output_delay [expr $clk_period * $clk_io_pct] -clock clk0 [all_outputs]
</file>
<file path="design.v">
module averager256
 #(parameter int  
     N    = 8,    
     X    = 4,    
     bits = 11)   
  (input  logic          clk,
                         EN,       
                         reset_n,
   input  logic [bits:0] Din,      
   output logic [bits:0] Q);       
  logic [2*bits:0] REG_ARRAY [2**N:1];                                             
  logic [2*bits:0] tmp [2**N:1]; 
  logic [2**N-1:0] tmplast;
  always_ff @(posedge clk, negedge reset_n) begin  
    if(!reset_n) begin
      for(int i = 1; i < 2**N+1; i++)  
        REG_ARRAY[i] <= 0;
      Q <= 0;
    end
    else if(EN) begin
      REG_ARRAY[1] <= Din;
      for(int j = 1; j < 2**N; j++)  
        REG_ARRAY[j+1] <= REG_ARRAY[j];
      Q <= tmplast[N+bits:N];
    end
  end
  genvar k;
  generate
    for(k = 1; k < (2**N)/2+1; k++) begin : LoopB1
      assign tmp[k] = REG_ARRAY[2*k-1] + REG_ARRAY[2*k];
    end
  endgenerate
  genvar m;
  generate
    for(m = (2**N)/2+1; m < (2**N); m++) begin : LoopB2
      assign tmp[m] = tmp[2*(m-(2**N)/2)-1] + tmp[2*(m-(2**N)/2)];
    end
  endgenerate
  assign tmplast    = tmp[(2**N)-1];
endmodule           
</file>
==> impl_metrics.toml <==
# generated from flow reports
[finish]
layout.cells.most_common = "inv_1"
drive_gt1_share_pct = 13.9
regArea_mm2 = 0.0772
fill_cells = 42800
design_area_mm2 = 0.210
area_growth_pct = 9.72
comb_area_mm2 = 0.0952
postLayoutCoreUtil_pct = 44.1
final_cell_mix = "4490 x inv_1, 3084 x dfrtp_1, 3035 x fa_1"
layout.cells.non_filler = 22600

[timing]
final.setup.tns_ns = 0
worst_pin_slew_ns = 0.822
rsz0062_at_grt = "false"
finalClockSkew_ns = 0.0398
whs_ns = 0.447
period_used_pct = 80.1
finalSetupViolCount = 0
timing.final.max_slew_violations = 0
fin_crit_ns = 9.86
hold_viol_final = 0
slew_headroom_pct = 45.0
fmax_mhz = 101

[setup_path]
start_kind = "register"
path_class = "register to register"
cp.arrival_ns = 10.72
critPathLaunch = "REG_ARRAY[229][5]"
crit_top_cell = "fa_1"
slowest_stage = "fa_1"
slowest_delay_ns = 0.57
required_ns = 13.16
crit_path_end_kind = "register"
crit_path_max_fanout = 4
r2r-start = "REG_ARRAY[229][5]"

[drt]
first_pass_iters = 5
drc = 0
routed_wl_mm = 330
num_vias = 98700
routedWlPerCell_um = 14.6
ant_nets = 0
drt_iter0_markers = 4951
viasPerCell = 4.37

[floorplan]
pin_count = 27
num_rows = 253
coreArea_mm2 = 0.475
die_x_um = 694
chip_area_mm2 = 0.481
initCoreUtil_pct = 40.2
die_h_um = 694

[cts]
post_cts_resize_count = 0
clock_path_buffers = 4
cts_made_buffers = 336
clock_latency_ns = 0.95
cts_tree = "yes"
clk_pin_slew_ns = 0.06
cts_setup_buffers = 0
cts_hold_buf = 0
clock_sinks = 3084
cts-root-buf = "clkbuf_16"
ctsHtreeMaxLevel = 5

[synth]
avgSynthCellArea_um2 = 12.0
ys_area_mm2 = 0.191
ys_ff = 3084
synthCells = 16000
flop_cell = "dfrtp_1"
seq_area_frac_synth_pct = 40.3
ys_cells = 16000
edf_count = 0
async_flop_share_pct = 100
syn_area_mm2 = 0.191
yosys_warnings = 3
ys_types = 43

[global_route]
grt_usage_pct = 15.7
grt_max_degree = 175
grt_pass1_wl_mm = 573
antenna_found_initial = 5
grt_pass1_vias = 109000
grt_overflow_total = 0

[hold_path]
hp-start = "REG_ARRAY[242][9]"
worst_hold_path_type = "register to register"

[placement]
gp_routability_congestion = 0.839
place_area_mm2 = 0.199
port_buffers = 26
hpwlAfterDp_mm = 248
place_inst = 22000

[job]
max-cap-violations = 0
tool_warnings = 60

[run_status]
outcome = "finished clean"
==> final timing paths <==
check	to	slack, ns	cells after the start
max	Q[11]	2.44	30
min	REG_ARRAY[243][9]	0.45	2
max reg2reg	Q[11]	2.44	30
min reg2reg	REG_ARRAY[243][9]	0.45	2
max in group asynchronous	REG_ARRAY[177][10]	7.71	5
min in group asynchronous	REG_ARRAY[253][2]	1.46	1
==> cells by family after synthesis <==
| group | share of synthesized area, % |
|---|---|
| and+or+nand+nor | 3.02 |
| DFF | 40.3 |
| xor gates and xnor gates | 0.0275 |
| muxes | 9.41 |
| adders and majority gates | 33.3 |
| buffers and inverters | 9.91 |
| AOI/OAI and AO/OA | 4.01 |
==> metrics by stage <==
step           setup WS [ns]
2_1_floorplan           3.28
3_3_place_gp            2.37
3_5_place_dp            2.40
4_1_cts                 2.39
5_1_grt                 1.91
6_report                2.44
==> Yosys cell counts, types with 3 or more instances <==
| library cell | number | area share (%) |
|---|---|---|
| fa_1 | 3035 | 32 |
| buf_1 | 11 | 0.022 |
| a21o_1 | 4 | 0.016 |
| mux2_2 | 1598 | 9.4 |
| dfrtp_1 | 3084 | 40 |
| nand3_1 | 6 | 0.016 |
| o311ai_0 | 3 | 0.014 |
| xnor2_1 | 5 | 0.023 |
| nor2_1 | 8 | 0.016 |
| nand2_1 | 1487 | 2.9 |
| nand4_1 | 4 | 0.013 |
| inv_1 | 4490 | 8.8 |
| o21ai_0 | 1485 | 3.9 |
| buf_2 | 140 | 0.37 |
| a21oi_1 | 13 | 0.034 |
| ha_1 | 232 | 1.5 |
| clkbuf_1 | 355 | 0.70 |
==> sequential cells by signal, indices dropped and copies added, names as in the netlist <==
signal	flops
Q	12
REG_ARRAY	3072
==> critical path: cells and delay by family, from the launching register on <==
kind	cells	cell delay, ns
compound gates	2	0.73
flops	1	0.35
buf+inv	10	0.55
simple gates	4	1.20
fa+ha+maj	14	6.93
==> area by class of cell <==
type / count / share of cell area [%]
Antenna cell: 1 / 0.00119
Clock buffer: 483 / 4.74
Clock inverter: 120 / 0.680
Inverter: 4491 / 8.03
Multi-Input combinational cell: 7909 / 45.3
Sequential cell: 3084 / 36.8
Tap cell: 6375 / 3.80
Timing Repair Buffer: 132 / 0.639
==> layer usage <==
layer	GRT usage, %	share of wire [%]	wire length [µm]	vias to the layer above
met5	0	0.0082	27	-
met2	21.3	43	141000	1892
met3	5.86	8.1	26800	416
met4	2.70	2.3	7620	4
li1	-	-	-	47200
met1	26.3	47	154000	49300
