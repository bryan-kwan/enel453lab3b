$ cat flow/design.v
module averager #(parameter 
                INWIDTH=16,
                LOGSIZE=8,  
                OUTWIDTH=16,  
                SAMPLESIZE=2**LOGSIZE,  
                SUMSIZE=SAMPLESIZE+INWIDTH  
                )
                (input  logic           clk,
                                        EN,       
                                        reset_n,
                input  logic [INWIDTH-1:0]   Din,      
                output logic [OUTWIDTH-1:0]   Q);
    logic [INWIDTH-1:0] memory [SAMPLESIZE-1:0];
    logic [INWIDTH-1:0] oldval, newval;  
    logic [SUMSIZE-1:0] sum;  
    logic [LOGSIZE-1:0] address;
    always_ff @(posedge clk, negedge reset_n)
        if(~reset_n) begin
            oldval<=0;  
            newval<=0;
            sum<=0;
            Q<=0; 
            address<=0;
            for(int i = 0; i<SAMPLESIZE; i++)
                memory[i]<=0;
        end
        else if (EN) begin
            oldval <= memory[address];  
            newval <= Din;
            memory[address] <= Din;
            address <= address + 1'b1;
            sum <= sum + {{(SUMSIZE-INWIDTH){1'b0}},newval} - {{(SUMSIZE-INWIDTH){1'b0}},oldval};  
            Q <= sum[SUMSIZE-1:LOGSIZE];  
        end
endmodule
$ cat flow/run.sh
#!/bin/bash
# OpenROAD 26Q1-2900-gdf79404cd8, Yosys 0.63+post, stock flow scripts
make -C /OpenROAD-flow-scripts/flow DESIGN_CONFIG=/design/flow/config.mk WORK_HOME=/design/flow/orfs finish
$ cat flow/config.mk
export PLATFORM = sky130hd
export DESIGN_NAME = averager
export DESIGN_NICKNAME = averager
export VERILOG_FILES = /design/flow/design.v
export SDC_FILE = /design/flow/constraint.sdc
export NUM_CORES = 4
export LEC_CHECK = 1
export CORE_UTILIZATION = 40
$ cat flow/constraint.sdc
current_design averager

set clk_period 9.4
set clk_io_pct 0.2

create_clock -name clk0 -period $clk_period [get_ports {clk}]

set non_clock_inputs [all_inputs -no_clocks]
set_input_delay [expr $clk_period * $clk_io_pct] -clock clk0 $non_clock_inputs
set_output_delay [expr $clk_period * $clk_io_pct] -clock clk0 [all_outputs]
==> results.toml <==
# implementation run metrics
[synthesis]
synth-main-ff-cell = "dfrtp_1"
synth_sequential_area_ratio = 0.570
async_flop_share = 1.00
yosysTopAreaCell = "dfrtp_1"
yosys_warnings = 2
synth.distinct_cells = 72
synth_area_per_cell_sq_um = 13.3
simple_gate_share = 0.0419
synth-xor-area-share = 0.00129
synthTopCellsByArea = "dfrtp_1, mux2_2, a22oi_1"
synth-edff-count = 0
yosys_area_sq_mm = 0.183
synth_area_sq_mm = 0.183
common_cells = "dfrtp_1, mux2_2, a22oi_1, clkbuf_1, nand2_1"
synthAoiAreaFrac = 0.101
most_common_cell = "dfrtp_1"
ys_ff = 4176
ys_sh_mux = 0.253
fa_ha_area_frac = 0.00366
logic_family = "multiplexers"
synth.top_cell.area_share = 0.570
ys_cells = 13743
syn_inst = 13743

[floorplan]
fp-row-count = 248
die_h_um = 679
io_pins = 35
core_area_sq_mm = 0.456
die-width_um = 679
die-area_sq_mm = 0.461
fp_util = 0.402

[worst_setup_path]
end_kind = "flip-flop"
worst-path-buf-inv = 4
cpMostUsedCell = "buf_4"
crit_path_end = "oldval[15]"
worst_path_dominant_cell_family = "simple AND/OR/NAND/NOR gates"
crit_chain = "buf_4 > nand4b_4 > buf_4 > nor2_2 > buf_4 > buf_4 > a22oi_1 > nand3_1 > nor4_1 > nand3_1 > nor4_1 > a41oi_1"
path_depth = 12
critPathLaunchType = "flip-flop"
ff2ff_setup_slack_ps = 2100
required_ps = 10310
reg2reg_to = "oldval[15]"
cp_slowest_cell = "nor4_1"
startpoint = "address[6]"
r2r_cells = 12
arrival_ps = 8210
crit_path_max_incr_delay_ps = 1380
criticalPathCategory = "flip-flop to flip-flop"
rr_startpoint = "address[6]"
critPathMaxFanout = 25

[global_route]
grt_pass1_vias = 151132
grt_pass1_wl_um = 1900000
track_usage = 0.700
grt_max_degree = 118
antenna_found_initial = 381
gr-total-overflow = 0

[clocking]
cts_hold_buffers = 0
cts-root-buf = "clkbuf_16"
clock_path_buffers = 4
cts_tree = "built"
cts-resized-gates = 0
cts_buffers = 470
cts_setup_buffers = 0
htreeDepth = 5
clkTransAtPathRegs_ps = 70
clk_latency_ps = 1170
cts_sinks = 4176

[min_path]
min_from = "memory[27][6]"
min_path_type = "flip-flop to flip-flop"

[cells_and_area]
fillerInstances = 40077
area.combinational_sq_mm = 0.0755
drive_above_1_share = 0.460
ff_latch_area_sq_mm = 0.105
synthToLayoutAreaGrowth_pct = 18.5
post-route-util = 0.476

[timing]
timing.setup.tns_ps = 0
rsz0062_at_grt = "no"
max_freq_ghz = 0.137
layout_min_cycle_time_ps = 7300
tightest_slew_ps = 1840
worst_clock_skew_ps = 105
fin_crit_sh = 0.777
slew_viol_final = 53
max_slew_margin = -0.241
worst_slack_ps = 2100
setup_viol = 0
hold_ws_ps = 500
hold_viol_final = 0

[drt]
wl_per_cell_um = 71.6
wirelength_um = 1550000
ant_nets = 0
first_pass_iters = 7
viasPerCell = 7.91
vias = 171264
drc = 0
first_iter_violations = 23964

[status]
violations = "capacitance limit, slew limit"
status = "finished with violations"

[pwr]
peakVddDrop_mv = 0.226
power_uw = 50500
power.density_mw_per_mm2 = 232
leakagePower_uw = 0.105

[flow_run]
warning_count = 90
cap_violations = 11

[place]
place.gp.congestion = 1.24
port_buffers = 34
pre_cts_ws_ps = 2670
hpwl_um = 1110000
[final cells by class]
class	count	share of cell area
inverter	83	0.00143
antenna	689	0.00794
multi-input combinational	8245	0.347
clock inverter	136	0.00825
tap	6125	0.0353
clock buffer	725	0.0650
sequential	4176	0.481
timing repair buffer	1474	0.0538
[layer usage]
metal,track usage,part of all wire,wire [um],up-vias
met5,0.490,0.014,21200,-
met4,0.650,0.13,200000,328
met3,0.638,0.20,310000,7936
met2,0.790,0.35,547000,20610
met1,0.702,0.30,472000,88498
li1,-,-,-,53892
[worst min-delay path by stage]
stage                    end  slack (ps)  cells after the start
global route  memory[118][3]         510                      1
CTS            memory[27][6]         500                      1
finish         memory[27][6]         500                      1
[state kept, by name, indices dropped and copies added, names as in the netlist]
signal	flops
Q	16
address	8
memory	4096
newval	16
oldval	16
sum	24
[where the power goes]
| part | switching (uW) | internal, uW |
|---|---|---|
| Clock | 8540 | 11100 |
| Combinational | 7360 | 2740 |
| Sequential | 1350 | 19400 |
| Total | 17300 | 33200 |
[kinds of logic (layout without fill, tap and decap cells)]
kind of cell / Yosys count / count (layout)
DFF: 4176 / 4176
muxes: 4123 / 4123
AOI/OAI and AO/OA: 2476 / 2476
and+or+nand+nor: 1575 / 1575
buffers and inverters: 1322 / 2418
adders and majority gates: 44 / 44
xor gates and xnor gates: 27 / 27
other: 0 / 689
[stage by stage]
stage	cell area, sq um	std cells
6_report	217000	21653
5_1_grt	216000	21312
4_1_cts	215000	20958
3_5_place_dp	200000	20097
3_3_place_gp	199000	20091
2_1_floorplan	183000	13743
[cell usage in the layout, fill, tap and decap left out, types with 12 or more instances in the layout]
master           instances
nor4_1                 104
or4_1                   34
clkinv_2                77
nor2_2                 179
and3_1                  19
inv_1                   83
a21oi_1                122
nor2_4                  55
a41oi_1                 14
nor4_2                  28
o21ai_0                 79
a221oi_1                87
diode_2                689
a22o_1                 184
nand2_2                142
nand3_1                101
clkbuf_1               118
nor3_1                  69
dfrtp_1               4170
a32oi_1                 13
o22ai_1                156
fa_1                    16
ha_1                    28
and4_1                  14
o2111ai_1               12
a222oi_1                59
buf_8                   18
xnor2_1                 21
buf_4                 1402
mux2_2                4112
bufinv_16               29
clkbuf_8               134
clkbuf_16              473
buf_12                  32
o211ai_1                38
a22oi_1               1616
nand4_1                189
nor2_1                 102
clkdlybuf4s50_1         16
nand2_1                430
Power figures rest on the tool's default switching activity, not on a simulated workload.
